[flow/design.v]
module twos_complement_adder(
    input  [15:0] a,
    input  [15:0] b,
    input sub,  
    output reg [15:0] sum
);
wire [15:0] b_comp;
assign b_comp = ~b + 1;  
always@ (sub)
begin
	if(sub == 1'b1) sum = a + b_comp;  
	else sum = a + b;
end
endmodule
[flow/config.mk]
export PLATFORM = sky130hd
export DESIGN_NAME = twos_complement_adder
export DESIGN_NICKNAME = twos_complement_adder
export VERILOG_FILES = /design/flow/design.v
export SDC_FILE = /design/flow/constraint.sdc
export NUM_CORES = 4
export LEC_CHECK = 1
export CORE_AREA = 10 10 81 81
export DIE_AREA = 0 0 91 91
[flow/run.sh]
#!/bin/bash
# OpenROAD 26Q1-2900-gdf79404cd8, Yosys 0.63+post, stock flow scripts
make -C /OpenROAD-flow-scripts/flow DESIGN_CONFIG=/design/flow/config.mk WORK_HOME=/design/flow/orfs finish
[flow/constraint.sdc]
current_design twos_complement_adder

set clk_period 7.3
set clk_io_pct 0.2

create_clock -name clk0 -period $clk_period

set non_clock_inputs [all_inputs -no_clocks]
set_input_delay [expr $clk_period * $clk_io_pct] -clock clk0 $non_clock_inputs
set_output_delay [expr $clk_period * $clk_io_pct] -clock clk0 [all_outputs]
==> results.json <==
{
  "slowest_stage": "clkdlybuf4s50_1",
  "cpMostUsedCell": "clkdlybuf4s50_1",
  "slew_viol_final": 0,
  "grt_usage_pct": 11.2,
  "core_sq_mm": 0.00482,
  "holdPathEnd": "sum[0]",
  "portBuffers": 49,
  "fin_crit_sh_pct": 80.9,
  "syn_avg_cell_area_sq_um": 6.81,
  "drv_cap": 0,
  "final_core_util_pct": 44.4,
  "synth_cells": 236,
  "grt_remaining_overflow": 0,
  "drtIter0Drc": 118,
  "seqCellArea_sq_um": 0,
  "wire_per_inst_um": 14.1,
  "synth_warnings": 1,
  "hold_viol": 0,
  "routed_wl_mm": 4.86,
  "dr_total_vias": 1782,
  "dieArea_sq_mm": 0.00828,
  "warnings": 47,
  "grt_antenna_before_repair": 0,
  "fill_cells": 544,
  "fin_crit_ns": 5.91,
  "power.leakage_nw": 0.920,
  "fmax_ghz": 0.169,
  "hold_path_class": "input pin to primary output",
  "dpl.hpwl_mm": 4.10,
  "drive_gt1_share_pct": 2.53,
  "worstPathCellList": "clkdlybuf4s50_1, ha_1, fa_1, nor2b_1, o211ai_1, a211oi_1, o21a_1, o41a_1, xnor2_1, clkdlybuf4s50_1",
  "worst_slack_ns": 1.39,
  "die_x_um": 91,
  "die_h_um": 91,
  "hold_depth": 5,
  "crit_path_end_kind": "primary output",
  "syn_to_final_growth_pct": 33.3,
  "pin_count": 49,
  "syn_area_sq_mm": 0.00161,
  "grt_max_degree": 15,
  "vias_per_cell": 5.18,
  "max-slew-margin-rel_pct": 60.8,
  "cts_hold_buf": 0,
  "gp_congestion": 0.888,
  "crit_path_max_fanout": 3,
  "row_count": 25,
  "ant_nets": 0,
  "setup_viol": 0,
  "rsz0062_at_grt": "no",
  "fin_setup_tns_ns": 0,
  "cts-resized-gates": 0,
  "place_inst": 344,
  "synth.distinct_cells": 47,
  "seq_area_frac_synth_pct": 0,
  "crit_required_ns": 5.84,
  "arrival_ns": 4.45,
  "clkbuf_count": 0,
  "min-delay-start": "a[0]",
  "grt_pass1_vias": 1725,
  "peakVddDrop_uv": 31.7,
  "cpPeakStageDelay_ns": 0.49,
  "remaining_drc_errors": 0,
  "power_mw": 0.183,
  "dp_slack_ns": 1.45,
  "power.density_cell_area_mw_per_mm2": 85.5,
  "worstMarginPinSlew_ns": 0.581,
  "grt_pass1_wl_mm": 8.16,
  "flops": 0,
  "first_pass_iters": 4,
  "ys_chip_area_sq_mm": 0.00161,
  "initial_core_util_pct": 33.4,
  "instances_no_fill": 344,
  "worst_setup_path_start_kind": "input pin",
  "post_cts_buffers": 0,
  "status": "complete, no violations",
  "yosysCellCount": 236,
  "crit_type": "input pin to primary output",
  "diodes": 0
}
routing by layer:
| layer | global-route usage, % | wire length [um] |
|---|---|---|
| met5 | 0 | 0 |
| met4 | 0 | 0 |
| met3 | 1.16 | 235 |
| met2 | 17.6 | 2110 |
| met1 | 17.0 | 2520 |
cells in the mapped netlist, types with 2 or more instances:
library cell | count | area [sq um]
nand2b_1 | 3 | 18.8
o31ai_1 | 10 | 75.1
o22ai_1 | 2 | 12.5
or2_2 | 3 | 18.8
fa_1 | 2 | 40.0
xnor2_1 | 15 | 131
o21ai_0 | 10 | 50.1
a21oi_1 | 30 | 150
o211ai_1 | 5 | 37.5
and3_1 | 2 | 12.5
ha_1 | 30 | 375
o21a_1 | 5 | 37.5
nor2_1 | 20 | 75.1
buf_2 | 5 | 25.0
nand3_1 | 9 | 45.0
nor2b_1 | 5 | 31.3
nand2_1 | 9 | 33.8
o2111ai_1 | 2 | 17.5
buf_4 | 2 | 15.0
nor3_1 | 6 | 30.0
a211oi_1 | 5 | 37.5
inv_1 | 30 | 113
a221oi_1 | 2 | 17.5
power breakdown:
part / leakage (nW) / switching, mW / internal (mW)
Sequential: 0 / 0 / 0
Combinational: 0.920 / 0.0843 / 0.0987
Clock: 0 / 0 / 0
final cells by class:
class                      instances  area [sq um]  share of cell area [%]
inverter                          32           120                    5.61
multi-input combinational        195          1440                    67.2
tap                               67          83.8                    3.92
timing repair buffer              50           498                    23.3
through the flow:
| stage | hold WS [ns] | area, sq um |
|---|---|---|
| after global routing | 4.02 | 2140 |
| after floorplan | 3.03 | 1610 |
| final | 3.95 | 2140 |
| after detailed placement | 3.96 | 2140 |
| after global placement | 3.95 | 2140 |
| after CTS | 3.97 | 2140 |
critical path: cells and delay by family:
kind	cells	cell delay, ns
XOR/XNOR	1	0.16
AND-OR/OR-AND	4	1.13
adder cells (fa/ha/maj)	2	0.64
AND/OR/NAND/NOR	1	0.16
buffers and inverters	2	0.91
cell usage in the layout, fill, tap and decap left out, types with 3 or more instances in the layout:
master and count:
inv_1 30, nand3_1 9, o21a_1 5, a21oi_1 30, nor2b_1 5, nand2b_1 3, o21ai_0 10, ha_1 30
nor2_1 20, nor3_1 6, nand2_1 9, o31ai_1 10, or2_2 3, clkdlybuf4s50_1 49, xnor2_1 15, a211oi_1 5
o211ai_1 5
worst max path at each step:
stage                 from  endpoint  slack [ns]  depth (start not counted)
after CTS             a[0]   sum[14]        1.41                         10
after global routing  b[1]   sum[13]        1.23                         10
final                 a[0]   sum[14]        1.39                         10
logic make-up after synthesis:
group | count (synthesis) | synth area share (%)
AOI/OAI and AO/OA | 86 | 36.5
and+or+nand+nor | 61 | 18.4
buffers and inverters | 41 | 10.4
adders and majority gates | 32 | 25.9
xor gates and xnor gates | 15 | 8.18
muxes | 1 | 0.623
Power figures rest on the tool's default switching activity, not on a simulated workload.
